File: flow/run.sh
#!/bin/bash
# OpenROAD 26Q1-2900-gdf79404cd8, Yosys 0.63+post, stock flow scripts
make -C /OpenROAD-flow-scripts/flow DESIGN_CONFIG=/design/flow/config.mk WORK_HOME=/design/flow/orfs finish
File: flow/constraint.sdc
current_design practice6

set clk_period 3.1
set clk_io_pct 0.2

create_clock -name clk0 -period $clk_period [get_ports {clk}]

set non_clock_inputs [all_inputs -no_clocks]
set_input_delay [expr $clk_period * $clk_io_pct] -clock clk0 $non_clock_inputs
set_output_delay [expr $clk_period * $clk_io_pct] -clock clk0 [all_outputs]
File: flow/design.v
`default_nettype none
module practice6(
	input wire clk,
	input wire sw_in_n,
	output wire [7:0] led_out
);
	reg sw_dff;
	reg sw_in_node_n;
	reg [15-1:0] div_counter;
	wire div_clk;
	reg [21:0] clk_counter;
	wire clk_clk;
	reg [3:0] count_curr;
	always @(posedge clk) begin
		div_counter <= div_counter + 15'b1;
		clk_counter <= clk_counter + 22'b1;
	end
	assign div_clk = div_counter[15-1];
	always @(posedge div_clk) begin
		sw_in_node_n <= sw_in_n;
	end
	always @(negedge sw_in_node_n) begin
		sw_dff <= !sw_dff;
	end
	assign clk_clk = clk_counter[21];
	function [3:0] advance_count(input [3:0] curr);
	begin
		case (curr)
			4'b1001: advance_count = 4'b0000;
			4'b0000: advance_count = 4'b0001;
			4'b0001: advance_count = 4'b0010;
			4'b0010: advance_count = 4'b0011;
			4'b0011: advance_count = 4'b0100;
			4'b0100: advance_count = 4'b0101;
			4'b0101: advance_count = 4'b0110;
			4'b0110: advance_count = 4'b0111;
			4'b0111: advance_count = 4'b1000;
			4'b1000: advance_count = 4'b1001;
			default: advance_count = 4'b0000;
		endcase
	end
	endfunction
	always @(posedge clk_clk) begin
		if (sw_dff) begin
			count_curr <= advance_count(count_curr);
		end
	end
	function [7:0] hex7segdec(input [3:0] hex);
	begin
		case (hex)
			4'b0000: hex7segdec = 8'b00000011;
			4'b0001: hex7segdec = 8'b10011111;
			4'b0010: hex7segdec = 8'b00100101;
			4'b0011: hex7segdec = 8'b00001101;
			4'b0100: hex7segdec = 8'b10011001;
			4'b0101: hex7segdec = 8'b01001001;
			4'b0110: hex7segdec = 8'b01000001;
			4'b0111: hex7segdec = 8'b00011111;
			4'b1000: hex7segdec = 8'b00000001;
			4'b1001: hex7segdec = 8'b00001001;
			4'b1010: hex7segdec = 8'b00010001;
			4'b1011: hex7segdec = 8'b11000001;
			4'b1100: hex7segdec = 8'b11100101;
			4'b1101: hex7segdec = 8'b10000101;
			4'b1110: hex7segdec = 8'b01100001;
			4'b1111: hex7segdec = 8'b01110001;
			default: hex7segdec = 8'b10010001;  
		endcase
	end
	endfunction
	assign led_out = hex7segdec(count_curr);
endmodule
File: flow/config.mk
export PLATFORM = sky130hd
export DESIGN_NAME = practice6
export DESIGN_NICKNAME = practice6
export VERILOG_FILES = /design/flow/design.v
export SDC_FILE = /design/flow/constraint.sdc
export NUM_CORES = 4
export LEC_CHECK = 1
export CORE_UTILIZATION = 30
==> Slide: Implementation Results <==
Synthesis and Place & Route Summary

Run status
  – Outcome: finished clean

Placed design
  – DP Wirelength: approximately 1800 um
  – Instance area at placement: 2000 um2
  – Number of buffers added on ports: 8
  – Gpl congestion: between 0.7 and 0.8

Final layout
  – Fraction of layout cells with a size suffix above 1: 0.0684
  – Number of filler cells placed in the layout: about 590
  – Design area: 2120 um2
  – Synth-to-Final Area Change: 14.7%
  – Combinational cell area excluding buffers and inverters: roughly 900 um2
  – Commonest non-fill, non-tap cells in the layout: dfxtp_1, xnor2_1, nand2_1
  – Register Area: ~900 um2
  – Top logic cell by instance count in the layout: dfxtp_1

Power
  – Leakage: around 0.00079 uW
  – Internal: between 700 and 800 uW
  – Share of power burned in the clock network: 0.469
  – Pwr Density: 423 nW/um2
  – Part of the total power dissipated in sequential elements: 0.530
  – Power dissipated by switching net loads: ~160 uW
  – Worst-case vdd ir drop: around 210 uV
  – Switching part of the total: 0.177
  – Logic pwr share: 0.001

Final timing
  – Final total negative setup slack: 0 ns
  – Worst clock skew on the final layout: around 0.0066 ns
  – Setup repair after global routing missed its margin: false
  – Number of register pins that no clock reaches: 6
  – Endpoints failing hold: 0
  – Finish-stage setup viols: 0
  – Worst hold-check slack: between 0.4 and 0.5 ns
  – Final critical-path required period: 1.43 ns
  – Achievable clock frequency: ~0.70 GHz
  – Period Utilization, post-route: 0.462
  – Endpoints left unconstrained: 17
  – Number of max-slew violations in the final report: 0

Clock tree
  – Number of CTS-inserted buffers: 5
  – Buffer type at the clock tree root: clkbuf_8
  – Post-cts hold-fix buffer tally: 0
  – H-Tree Depth: 2
  – Insertion Delay late pin: 0.28 ns
  – Clock tree from TritonCTS: yes
  – Number of buffers on the longest clock path: 2
  – Cts repair resizes: 0
  – CTS clk-pin slew, worst paths: 0.07 ns
  – Number of buffers inserted by post-CTS setup repair: 0

Routing
  – Post-DR vias/cell: around 4.4
  – Post-DRT Antenna Nets: 0
  – Total iterations of the first detailed-routing run: 4
  – Remaining routing DRC violations: 0
  – Average wire per cell in the routed design: ~9.6 um
  – Antenna diode count: 0
  – Total number of vias: 1,174
  – Final routed wirelength across all metal layers: 2550 um
  – Detailed Route Iter0 Violations: 27

Global route
  – First-pass GRT wire length: approximately 4400 um
  – Pin count of the biggest net entering global routing: 17
  – Number of antenna violations at the first check in global routing: 0
  – Via count of the first global-routing pass: approximately 1,100
  – Overflow left after global routing: 0
  – GRT Overall Usage: 0.0876

Setup path
  – Nature of the critical path startpoint: flip-flop
  – Crit path capture type: flip-flop
  – Crit-path max FO: 6
  – Worst Path Arrival: 1.60 ns
  – Worst EP required: ~3.3 ns
  – Setup CP Type: reg -> reg

Synthesis
  – Chip area in the Yosys report: 1850 um2
  – Largest family of logic cells by area: simple AND/OR/NAND/NOR gates
  – Cell count after synthesis: around 180
  – Number of warnings reported in the yosys synthesis log: 1
  – Synth Register Bits: 43
  – Area leader share: 0.422
  – Synthesized-area fraction occupied by xor and xnor cells: 0.156
  – Avg Cell Area, Syn: a little over 10 um2
  – Simple share: 0.219
  – Top cells by area: dfxtp_1, xnor2_1, edfxtp_1
  – Tally of unique sky130hd cells used after synthesis: 31
  – Post-Synth AOI/OAI Area: 0.0210
  – Synth mux share: 0.0352
  – Library cell occupying the most area in the post-synthesis netlist: dfxtp_1
  – Sequential fraction of the synthesis area: 0.487
  – Cells in synth_stat.txt: about 180
  – Synthesized cell area: approximately 1800 um2
  – Post-Synth Adder-Cell Area: 0.0542

Flow run
  – Tally of OpenROAD warnings: 30
  – Max_cap viols: 0

Worst hold path
  – Worst min-delay path category: reg -> reg

Floorplanning
  – Pre-placement core utilization: 0.312
  – Width of the chip: roughly 80 um
  – I/O pin count: 10
  – Chip Area: 6480 um2
  – Number of rows in the core area: 28
  – Core area: between 5000 and 6000 um2
  – Height of the die: just over 80 um
[cell type report]
class,instances,area share
clock buffer,7,0.0407
clock inverter,1,0.0142
inverter,7,0.0124
multi-input combinational,124,0.426
sequential,43,0.425
tap,75,0.0443
timing repair buffer,8,0.0378
[synth_stat cells]
master / n
nand2b_1: 1
and3_1: 5
a21oi_1: 2
nor2b_1: 1
xnor2_1: 27
inv_1: 7
buf_4: 1
o21ai_0: 3
conb_1: 1
nor3_1: 1
nand4_2: 1
ha_1: 8
and2_1: 3
o22ai_1: 1
nor4_1: 1
and3_2: 1
nand2_1: 17
and4_1: 3
nand3b_1: 2
nor2_1: 11
a211oi_1: 1
nor4_4: 1
xor2_1: 6
nand3_1: 12
edfxtp_1: 4
nand4_1: 10
mux2i_1: 2
dfxtp_1: 39
mux4_2: 2
nand4_4: 1
clkbuf_1: 3
[per-stage QoR]
| stage | utilization | cells | setup slack (ns) | power, uW |
|---|---|---|---|---|
| floorplan | - | 178 | 1.80 | 487 |
| global placement | 0.338 | 257 | 1.71 | 487 |
| detailed placement | 0.338 | 257 | 1.67 | 487 |
| CTS | 0.358 | 265 | 1.65 | 911 |
| global route | 0.358 | 265 | 1.50 | 936 |
| finish | 0.358 | 265 | 1.67 | 897 |
[logic make-up after synthesis]
group	count (synthesis)
other cells	1
xor+xnor	33
fa+ha+maj	8
compound gates	7
flops	43
buf+inv	11
simple gates	71
mux	4
[flip-flops by register name (all words and copies together), names as in the netlist]
signal / flops
count_curr: 4
clk_counter: 22
sw_dff: 1
sw_in_node_n: 1
div_counter: 15
[power groups by stage]
stage	Combinational [uW]	Sequential (uW)	Clock, uW
after CTS	1.28	475	435
after global routing	1.30	475	460
final	1.23	475	420
[worst max-delay path, cell delays in order (launching register included)]
cell     delay, ns
dfxtp_1       0.36
ha_1          0.27
nand4_1       0.12
nor4_1        0.33
nand2_1       0.11
xnor2_1       0.13
[per-layer routing]
metal  share of wire  up-vias  track usage
li1                -      630            -
met1            0.54      529        0.130
met2            0.42       13        0.134
met3           0.029        2       0.0185
met4          0.0063        0       0.0179
met5               0        -            0
[path summary, 6_finish.rpt]
check,startpoint,endpoint,depth (start not counted),slack (ns)
hold reg to reg,clk_counter[0]$_DFF_P_,clk_counter[0]$_DFF_P_,1,0.41
setup / recovery,clk_counter[0]$_DFF_P_,clk_counter[18]$_DFF_P_,5,1.67
hold / removal,clk_counter[0]$_DFF_P_,clk_counter[0]$_DFF_P_,1,0.41
setup reg to reg,clk_counter[0]$_DFF_P_,clk_counter[18]$_DFF_P_,5,1.67
Power figures rest on the tool's default switching activity, not on a simulated workload.
