$ cat design.v
`default_nettype none
module practice7(
	input wire clk,
	input wire reset_n,
	input wire sw_in_n,
	output wire [7:0] led_out0,
	output wire [7:0] led_out1,
	output wire [7:0] led_out2
);
	reg sw0, sw1, sw2;
	roulette roulette_unit0(clk, sw0, led_out0);
	roulette roulette_unit1(clk, sw1, led_out1);
	roulette roulette_unit2(clk, sw2, led_out2);
	wire sw_in;
	reg sw_in_node_n;
	reg [15-1:0] div_counter;
	wire div_clk;
	always @(posedge clk) begin
		div_counter <= div_counter + 15'b1;
	end
	assign div_clk = div_counter[15-1];
	always @(posedge div_clk) begin
		sw_in_node_n <= sw_in_n;
	end
	assign sw_in = !sw_in_node_n;
	always @(posedge clk) begin
		if (!reset_n) begin
			sw0 <= 1;
			sw1 <= 1;
			sw2 <= 1;
		end else begin
			if (sw_in) begin
				if (sw0 && sw1 && sw2) begin
					sw0 <= 0;
				end else if (!sw0 && sw1 && sw2) begin
					sw1 <= 0;
				end else if (!sw0 && !sw1 && sw2) begin
					sw2 <= 0;
				end
			end
		end
	end
endmodule
`default_nettype none
module roulette(
	input wire clk,
	input wire sw_in,
	output wire [7:0] led_out
);
	reg [3:0] count_curr;
	function [3:0] advance_count(input [3:0] curr);
	begin
		case (curr)
			4'b1001: advance_count = 4'b0000;
			4'b0000: advance_count = 4'b0001;
			4'b0001: advance_count = 4'b0010;
			4'b0010: advance_count = 4'b0011;
			4'b0011: advance_count = 4'b0100;
			4'b0100: advance_count = 4'b0101;
			4'b0101: advance_count = 4'b0110;
			4'b0110: advance_count = 4'b0111;
			4'b0111: advance_count = 4'b1000;
			4'b1000: advance_count = 4'b1001;
			default: advance_count = 4'b0000;
		endcase
	end
	endfunction
	always @(posedge clk) begin
		if (sw_in) begin
			count_curr <= advance_count(count_curr);
		end
	end
	function [7:0] hex7segdec(input [3:0] hex);
	begin
		case (hex)
			4'b0000: hex7segdec = 8'b00000011;
			4'b0001: hex7segdec = 8'b10011111;
			4'b0010: hex7segdec = 8'b00100101;
			4'b0011: hex7segdec = 8'b00001101;
			4'b0100: hex7segdec = 8'b10011001;
			4'b0101: hex7segdec = 8'b01001001;
			4'b0110: hex7segdec = 8'b01000001;
			4'b0111: hex7segdec = 8'b00011111;
			4'b1000: hex7segdec = 8'b00000001;
			4'b1001: hex7segdec = 8'b00001001;
			4'b1010: hex7segdec = 8'b00010001;
			4'b1011: hex7segdec = 8'b11000001;
			4'b1100: hex7segdec = 8'b11100101;
			4'b1101: hex7segdec = 8'b10000101;
			4'b1110: hex7segdec = 8'b01100001;
			4'b1111: hex7segdec = 8'b01110001;
			default: hex7segdec = 8'b10010001;  
		endcase
	end
	endfunction
	assign led_out = hex7segdec(count_curr);
endmodule
$ cat run.sh
#!/bin/bash
# OpenROAD 26Q1-2900-gdf79404cd8, Yosys 0.63+post, stock flow scripts
make -C /OpenROAD-flow-scripts/flow DESIGN_CONFIG=/design/flow/config.mk WORK_HOME=/design/flow/orfs finish
$ cat config.mk
export PLATFORM = sky130hd
export DESIGN_NAME = practice7
export DESIGN_NICKNAME = practice7
export VERILOG_FILES = /design/flow/design.v
export SDC_FILE = /design/flow/constraint.sdc
export NUM_CORES = 4
export LEC_CHECK = 1
export CORE_UTILIZATION = 40
$ cat constraint.sdc
current_design practice7

set clk_period 2.1
set clk_io_pct 0.2

create_clock -name clk0 -period $clk_period [get_ports {clk}]

set non_clock_inputs [all_inputs -no_clocks]
set_input_delay [expr $clk_period * $clk_io_pct] -clock clk0 $non_clock_inputs
set_output_delay [expr $clk_period * $clk_io_pct] -clock clk0 [all_outputs]
==> job_summary.md <==
## Synthesis and layout report

| Metric | Value |
|---|---|
| Status | `complete, but fails checks` |
| Failing checks | `setup timing` |
| Leak | `1.38 nW` |
| RSZ-0062 raised after global routing | `true` |
| Largest area contributor in the netlist | `dfxtp_1` |
| Hold Buf Count CTS | `0` |
| CP Class | `flip-flop to output port` |
| Router iterations before antenna repair | `4` |
| Clock Tree Buf Depth | `2` |
| Worst min path class | `flip-flop to flip-flop` |
| Synth cell count leaders | `23 x ha_1, 23 x nand2_1, 19 x dfxtp_1, 18 x o21ai_0, 17 x nor2_1` |
| Cells after Synth | `208` |
| Total number of vias | `1688` |
| Number of max-cap violations | `0` |
| Maximum vdd drop | `719 µV` |
| Crit path capture type | `output port` |
| Async set-reset flop share out of synthesis | `0%` |
| Post-synth EDFFs | `12` |
| Final ANT Viol Nets | `0` |
| Die Ht | `72.0 µm` |
| Layout cells sized above 1 | `42.6%` |
| Max-slew violations | `0` |
| Crit path required time | `1680 ps` |
| Cell area leaders | `dfxtp_1 19%, edfxtp_1 18%, ha_1 15%` |
| Antenna violations before repair | `0` |
| Overflow after GRT | `0` |
| Die Wd | `72.0 µm` |
| DPL Wire Length | `2350 µm` |
| Slew headroom | `64.6%` |
| Setup WS pre-CTS | `-6.42 ps` |
| #FFs+latches synth | `31` |
| Num CTS Buffers | `5` |
| Clk latency late pin | `280 ps` |
| First-pass GRT wire length | `6480 µm` |
| WL/cell | `11.7 µm` |
| Fin Hold WS | `419 ps` |
| Initial DRC Count | `52` |
| Synth unique cells | `34` |
| Port bufs | `23` |
| Fp util | `41.5%` |
| CP max FO | `4` |
| Residual DRC count | `0` |
| Slowest cell on crit path | `edfxtp_1` |
| Area Overhead vs Synth | `55.9%` |
| WP data arrival | `1780 ps` |
| Slowest stage delay, CP | `450 ps` |
| Antenna Cells | `0` |
| Register pins left without a clock | `1` |
| Finished Core Util | `64.7%` |
| RD Place Congestion | `0.781` |
| Yosys Chip Area | `1960 µm²` |
| Pwr dens | `1420 nW/µm²` |
| Crit path time final | `2200 ps` |
| Clock Skew | `8.07 ps` |
| Syn Area/Cell | `9.43 µm²` |
| Yosys Warn Count | `2` |
| Clock root cell | `clkbuf_8` |
| Synth Cell Area | `1960 µm²` |
| Drt total wl | `4170 µm` |
| Peak Freq | `455 MHz` |
| CTS tree | `yes` |
| Final hold violation count | `0` |
| Cell Rows | `25` |
| Cell chain of the critical path | `inv_2 > buf_6 > buf_6 > ha_4 > mux4_2 > buf_2` |
| Vias in the first global route | `1486` |
| Ys cells | `208` |
| Tcrit/Tclk final | `105%` |
| Tool warning count | `46` |
| Num ports | `27` |
| Cell mode on critical path | `buf_6` |
| Final worst slack | `-99.1 ps` |
| Main flop type | `dfxtp_1` |
| CTS H-tree depth | `2` |
| Synth Seq Share | `37.8%` |
| Largest net degree at the start of global routing | `18` |
| Worst setup SP type | `flip-flop` |
| Vias per cell | `4.72` |
| Die area | `5190 µm²` |
| Final setup viols | `4` |
| Area leader share | `19.4%` |
| Reg clk slew, reported paths | `60 ps` |
| Total GRT Usage | `15.9%` |
| Endpoints left unconstrained | `1` |
| Worst slew pin tran | `530 ps` |
| Placeable Area | `4720 µm²` |
flip-flops by register name, indices dropped and copies added (netlist names):
name                       cells
div_counter                   15
sw0                            1
roulette_unit0.count_curr      4
roulette_unit1.count_curr      4
sw2                            1
sw_in_node_n                   1
roulette_unit2.count_curr      4
sw1                            1
worst paths after layout:
| kind | cells past startpoint | endpoint | from | slack (ps) |
|---|---|---|---|---|
| worst max-delay path | 6 | led_out0[4] | roulette_unit0.count_curr[0]$_DFFE_PP_ | -100 |
| worst min-delay path | 1 | div_counter[0]$_DFF_P_ | div_counter[0]$_DFF_P_ | 420 |
| worst max register to register | 6 | roulette_unit1.count_curr[3]$_DFFE_PP_ | roulette_unit1.count_curr[1]$_SDFFCE_PP0P_ | 600 |
| worst min register to register | 1 | div_counter[0]$_DFF_P_ | div_counter[0]$_DFF_P_ | 420 |
cells by family after synthesis:
family	after synthesis	synth area share [%]
xor+xnor	13	5.81
compound gates	33	9.51
mux	9	7.21
fa+ha+maj	23	14.7
other cells	1	0.191
flops	31	37.8
buf+inv	28	6.32
simple gates	70	18.5
cell type report:
type	instances	area, µm²
inverter	16	62.6
fill	350	1670
tap	67	83.8
multi-input combinational	151	1350
clock buffer	8	80.1
sequential	31	741
timing repair buffer	85	736
stage by stage:
stage               instances  setup TNS [ps]  cell area, µm²  total power [mW]
global route              358            -568            3060              4.67
global placement          307               0            2360              2.89
CTS                       338            -441            2810              3.83
detailed placement        307           -6.42            2360              2.88
floorplan                 210               0            1970              1.85
finish                    358            -211            3060              4.33
cells in the final DEF, fill, tap and decap left out, types with 3 or more instances in the layout:
cell type	count
o21ai_0	8
clkbuf_2	4
nand3b_1	3
clkdlybuf4s15_1	4
ha_4	14
a21oi_1	3
a21oi_2	3
mux4_2	4
xnor2_1	4
buf_6	15
nor3_1	4
clkbuf_8	5
o21ai_1	9
inv_2	7
nand2_1	22
dfxtp_1	19
conb_1	3
ha_1	7
nor2b_1	3
dlymetal6s2s_1	4
edfxtp_1	12
clkbuf_1	3
buf_4	46
nor4_2	3
xor2_1	9
nor2_1	14
mux2i_1	4
nor2b_4	4
dlygate4sd2_1	7
nand3_1	5
inv_1	8
critical path: cells and delay by family (launching register included):
family / cells / cell delay, ps
mux: 1 / 430
buf+inv: 4 / 480
flops: 1 / 450
fa+ha+maj: 1 / 150
routing by layer:
metal  vias up  wire length (µm)  track usage [%]
li1        864                 -                -
met1       797              2100             24.8
met2        22              1890             24.6
met3         5               139             3.24
met4         0                36             1.74
met5         -                 0                0
repair_timing:
| action | CTS | global route |
|---|---|---|
| buffers inserted | 23 | 20 |
| gates resized | 85 | 33 |
| pin swaps | 12 | 12 |
| setup endpoints to repair | 20 | 15 |
report_power, final:
group          internal [mW]  switching (mW)  leakage, nW
sequential             0.779           0.216        0.284
combinational           1.81            1.10         1.06
clock                  0.235           0.193       0.0395
Power and IR drop assume default switching activity.
